==> flow/design.v <==
module reg_16(in, clk, ld, reset, out);
	input wire [15:0] in;
	input clk, ld, reset;
	output reg [15:0] out;
	always @(posedge clk or  posedge reset )
		begin
			if(reset)
				out = 16'b0;
			else
				begin
					if(ld)
						out = in;
					else
						out = out;
				end	
		end
endmodule
module reg_16_1(in, clk, ld, reset, out);
	input wire [15:0] in;
	input clk, ld, reset;
	output reg [15:0] out;
	always @(posedge clk or  posedge reset )
		begin
			if(reset)
				out = 16'b1111111111111000;
			else
				begin
					if(ld)
						out = in;
					else
						out = out;
				end	
		end
endmodule
==> flow/run.sh <==
#!/bin/bash
# OpenROAD 26Q1-2900-gdf79404cd8, Yosys 0.63+post, stock flow scripts
make -C /OpenROAD-flow-scripts/flow DESIGN_CONFIG=/design/flow/config.mk WORK_HOME=/design/flow/orfs finish
==> flow/config.mk <==
export PLATFORM = sky130hd
export DESIGN_NAME = reg_16_1
export DESIGN_NICKNAME = reg_16_1
export VERILOG_FILES = /design/flow/design.v
export SDC_FILE = /design/flow/constraint.sdc
export NUM_CORES = 4
export LEC_CHECK = 1
export CORE_AREA = 10 10 92 92
export DIE_AREA = 0 0 102 102
==> flow/constraint.sdc <==
current_design reg_16_1

set clk_period 1.5
set clk_io_pct 0.2

create_clock -name clk0 -period $clk_period [get_ports {clk}]

set non_clock_inputs [all_inputs -no_clocks]
set_input_delay [expr $clk_period * $clk_io_pct] -clock clk0 $non_clock_inputs
set_output_delay [expr $clk_period * $clk_io_pct] -clock clk0 [all_outputs]
==> results_dict.tcl <==
# collected from the flow reports
set metrics [dict create \
    top_area_cell "dfstp_2" \
    synthAdderAreaFrac_pct 0 \
    critPathTopFamily "buffers and inverters" \
    hold_slack_ps 363 \
    largest_register_ffs 16 \
    fmax_mhz 727 \
    drt-pass1-iter-count 3 \
    async_flop_share_pct 100 \
    place_area_um2 1100 \
    n_fill_cell 709 \
    ys_warn_count 1 \
    grt_max_degree 17 \
    hold_class "in2async" \
    postSynthCellCount 35 \
    ys_area_um2 669 \
    ioPinCount 35 \
    p_leak_uw 0.000492 \
    portBuffers 34 \
    fp_util_pct 10.4 \
    endpoint_kind "output pin" \
    vias 445 \
    synthMostInstantiatedCell "dfstp_2" \
    finalWirelength_um 1800 \
    edf_count 0 \
    seqCellArea_um2 417 \
    cp_slowest_stage_delay_ps 480 \
    drv_slew 0 \
    final_hold_viol_count 0 \
    gp_congestion 0.757 \
    grt_pass1_wl_um 2770 \
    ys_top_cells_by_count "dfstp_2, mux2_4, mux2_2" \
    compound_area_share_pct 0 \
    ys_cells 35 \
    critPathLaunchType "register" \
    mux_share_pct 32.5 \
    root_buffer "clkbuf_8" \
    synth_top_area_share_pct 51.0 \
    die_h_um 102 \
    numCtsBuffers 3 \
    fin_area_um2 1160 \
    area_leaders "dfstp_2, mux2_4, dfrtp_1, mux2_2, buf_12" \
    post_route_cells_drive_above_1_share_pct 50.6 \
    topCombFamilyByArea "multiplexers" \
    cts_tree "built" \
    clockBufferDepth 2 \
    critPathKind "reg2out" \
    ff_type "dfstp_2" \
    ctsHoldBuffers 0 \
    chip_area_um2 10400 \
    yosys.area_share.simple_pct 0 \
    route.detailed.drc 0 \
    grt_usage_pct 3.42 \
    fin_worst_skew_ps 0 \
    worstMarginPinSlew_ps 213 \
    warning_count 25 \
    ys_types 7 \
    setup_tns_ps 0 \
    grt_overflow 0 \
    numClockSinks 16 \
    insertion_delay_ps 240 \
    grt_pass1_vias 511 \
    status "completed" \
    drv_cap 0 \
    path_cells "clkdlybuf4s50_1" \
    slowest_stage "clkdlybuf4s50_1" \
    crit_buf_inv 1 \
    ir_worst_vdd_mv 0.337 \
    rsz0062_at_grt "false" \
    cp.arrival_ps 1080 \
    netlist_area_um2 669 \
    ys_sh_xor_pct 0 \
    clkTransAtPathRegs_ps 60 \
    vias_per_cell 2.89 \
    htree_levels 1 \
    ys_ff 16 \
    synth_seq_share_pct 62.2 \
    hpwl_um 1480 \
    maxSlewHeadroom_pct 85.8 \
    drtIter0Drc 1 \
    finalCriticalPeriod_ps 1380 \
    finalCritPeriodShare_pct 91.7 \
    synthToLayoutAreaGrowth_pct 73.1 \
    path_max_fanout 2 \
    cp.required_ps 1200 \
    die_width_um 102 \
    wl_per_cell_um 11.7 \
    p_per_area_nw_per_um2 951 \
    antenna_cells 0 \
    drtAntennaViolNets 0 \
    avgSynthCellArea_um2 19.1 \
    placeableCoreArea_um2 6460 \
    num_rows 29 \
    antenna_found_initial 0 \
    logic_area_um2 218 \
    setup_ws_ps 125 \
    setup_viol 0 \
    pre_cts_slack_ps -7.07 \
]
## cell type report
cell class,count,share of cell area [%]
sequential,16,36.0
tap,77,8.32
multi-input combinational,16,18.8
inverter,1,0.324
timing repair buffer,40,31.9
clock buffer,4,4.75
## where the power goes
group / switching [uW] / internal (uW)
Sequential: 20.3 / 501
Clock: 140 / 232
Combinational: 52.0 / 155
Total: 213 / 889
## cells in the final DEF, fill, tap and decap left out
master	count
clkdlybuf4s50_1	21
dfstp_2	13
dlygate4sd2_1	13
mux2_4	10
mux2_2	6
buf_4	6
clkbuf_8	4
dfrtp_1	3
inv_1	1
## per-stage QoR
| stage | power [uW] | std cells | util, % |
|---|---|---|---|
| 2_1_floorplan | 599 | 35 | - |
| 3_3_place_gp | 746 | 147 | 17.0 |
| 3_5_place_dp | 752 | 147 | 17.0 |
| 4_1_cts | 1130 | 154 | 17.9 |
| 5_1_grt | 1170 | 154 | 17.9 |
| 6_report | 1100 | 154 | 17.9 |
## logic make-up (layout without fill, tap and decap cells)
group | count (synthesis) | after routing
muxes | 16 | 16
buffers and inverters | 3 | 45
DFF | 16 | 16
## final timing paths
check	start	to	slack [ps]	cells after the start
worst max-delay path	out[2]	out[2]	120	1
worst min-delay path	reset	out[0]	360	3
worst max register to register	out[10]	out[10]	680	2
worst min register to register	out[1]	out[1]	510	1
max in group asynchronous	reset	out[11]	880	3
min in group clk0	out[1]	out[1]	510	1
## routing by layer
metal	GRT usage [%]	wire length (um)
met1	4.23	806
met2	4.74	667
met3	2.79	330
met4	0.217	0
met5	0	0
## timing repair
| action | in CTS | in global routing |
|---|---|---|
| gates resized | 13 | 0 |
| setup buffers | 3 | 0 |
| hold endpoints to repair | 0 | 0 |
| endpoints found under the setup margin | 13 | 0 |
Power is estimated from default activity; no workload was simulated.
